<file path="/design/flow/constraint.sdc">
current_design Decompressor

set clk_period 7.1
set clk_io_pct 0.2

create_clock -name clk0 -period $clk_period

set non_clock_inputs [all_inputs -no_clocks]
set_input_delay [expr $clk_period * $clk_io_pct] -clock clk0 $non_clock_inputs
set_output_delay [expr $clk_period * $clk_io_pct] -clock clk0 [all_outputs]
</file>
<file path="/design/flow/run.sh">
#!/bin/bash
# OpenROAD 26Q1-2900-gdf79404cd8, Yosys 0.63+post, stock flow scripts
make -C /OpenROAD-flow-scripts/flow DESIGN_CONFIG=/design/flow/config.mk WORK_HOME=/design/flow/orfs finish
</file>
<file path="/design/flow/config.mk">
export PLATFORM = sky130hd
export DESIGN_NAME = Decompressor
export DESIGN_NICKNAME = Decompressor
export VERILOG_FILES = /design/flow/design.v
export SDC_FILE = /design/flow/constraint.sdc
export NUM_CORES = 4
export LEC_CHECK = 1
export CORE_AREA = 10 10 88 88
export DIE_AREA = 0 0 98 98
</file>
<file path="/design/flow/design.v">
module Decompressor (
    input  wire [31:0] Inst_In,
    output reg [31:0] Inst_Out,
    output wire [0 :0] Inst_Compr
);
    localparam Nop_Inst = 32'h00000013;
    assign Inst_Compr = &Inst_In[1:0];
    always @(*)
    begin
    if (Inst_In[1:0] == 2'b11)  
    begin 
        if(Inst_In[6:2] == 5'b01100 | Inst_In[6:2] == 5'b00100 | Inst_In[6:2] == 5'b00000 | Inst_In[6:2] == 5'b11001 | Inst_In[6:2] == 5'b01000 | Inst_In[6:2] == 5'b11000 | Inst_In[6:2] == 5'b11011 | Inst_In[6:2] == 5'b01101 | Inst_In[6:2] == 5'b00101)
        Inst_Out = Inst_In;
        else 
        Inst_Out = Nop_Inst;  
    end
    else  
    begin
        case (Inst_In[1:0])
        2'b00:  
        begin
            if(Inst_In[15:13] == 3'b010)  
            Inst_Out = {{5{1'b0}}, Inst_In[5], Inst_In[12:10], Inst_In[6], {2{1'b0}}, 1'b0, 1'b1, Inst_In[9:7], 3'b010, 1'b0, 1'b1, Inst_In[4:2], 7'b0000011};
            else if (Inst_In[15:13] == 3'b110)  
            Inst_Out = {{5{1'b0}}, Inst_In[5], Inst_In[12], 2'b01, Inst_In[4:2], 1'b0, 1'b1, Inst_In[9:7], 3'b010, Inst_In[11:10], Inst_In[6], 1'b0, 1'b0, 7'b0100011};
            else Inst_Out = Nop_Inst;  
        end
        2'b01:  
        begin
        if(Inst_In[15:13] == 3'b101)  
        Inst_Out = {Inst_In[12], Inst_In[8], Inst_In[10:9], Inst_In[6], Inst_In[7], Inst_In[2], Inst_In[11], Inst_In[5:3], Inst_In[12], {8{Inst_In[12]}}, 1'b0, 1'b0, 3'b000, 7'b1101111};
        else if (Inst_In[15:13] == 3'b001)  
        Inst_Out = {Inst_In[12], Inst_In[8], Inst_In[10:9], Inst_In[6], Inst_In[7], Inst_In[2], Inst_In[11], Inst_In[5:3], Inst_In[12], {8{Inst_In[12]}} , 1'b0, 1'b0, 3'b001, 7'b1101111};
        else if (Inst_In[15:13] == 3'b110)  
        Inst_Out = {{3{Inst_In[12]}}, Inst_In[12], Inst_In[6:5], Inst_In[2], 5'b00000, 2'b01, Inst_In[9:7], 3'b000, Inst_In[11:10], Inst_In[4:3], Inst_In[12], 7'b1100011};
        else if (Inst_In[15:13] == 3'b111)  
        Inst_Out = {{3{Inst_In[12]}}, Inst_In[12], Inst_In[6:5], Inst_In[2], 5'b00000, 2'b01, Inst_In[9:7], 3'b001, Inst_In[11:10], Inst_In[4:3], Inst_In[12], 7'b1100011};
        else if (Inst_In[15:13] == 3'b010)  
        Inst_Out = {{6{Inst_In[12]}}, Inst_In[12], Inst_In[6:2], 5'b00000, 3'b000, Inst_In[11:7], 7'b0010011};
        else if (Inst_In[15:13] == 3'b011)  
        Inst_Out = {{14{Inst_In[12]}}, Inst_In[12], Inst_In[6:2], Inst_In[11:7], 7'b0110111};
        else if (Inst_In[15:13] == 3'b000 && Inst_In[11:7] == 5'b00000)  
        Inst_Out = {{12{1'b0}}, 5'b00000, 3'b000, 5'b00000, 7'b0010011};
        else if (Inst_In[15:13] == 3'b000)  
        Inst_Out = {{6{Inst_In[12]}}, Inst_In[12], Inst_In[6:2], Inst_In[11:7], 3'b000, Inst_In[11:7], 7'b0010011};
        else if (Inst_In[15:13] == 3'b100)  
        begin
            if (Inst_In[11:10] == 2'b00)  
            Inst_Out = {{6{1'b0}}, Inst_In[12], Inst_In[6:2], 2'b01, Inst_In[9:7], 3'b101, 2'b01, Inst_In[9:7], 7'b0010011};
            else if (Inst_In[11:10] == 2'b01)  
            Inst_Out = {{6{1'b0}}, Inst_In[12], Inst_In[6:2], 2'b01, Inst_In[9:7], 3'b101, 2'b01, Inst_In[9:7], 7'b0010011};
            else if (Inst_In[11:10] == 2'b10)  
            Inst_Out = {{6{Inst_In[12]}}, Inst_In[12], Inst_In[6:2], 2'b01, Inst_In[9:7], 3'b111, 2'b01, Inst_In[9:7], 7'b0010011};
            else if ((Inst_In[11:10] == 2'b11) && (Inst_In[6:5] == 2'b11))  
            Inst_Out = {7'b0000000, 2'b01, Inst_In[4:2], 2'b01, Inst_In[9:7], 3'b111, 2'b01, Inst_In[9:7], 7'b0110011};
            else if ((Inst_In[11:10] == 2'b11) && (Inst_In[6:5] == 2'b10))  
            Inst_Out = {7'b0000000, 2'b01, Inst_In[4:2], 2'b01, Inst_In[9:7], 3'b110, 2'b01, Inst_In[9:7], 7'b0110011};
            else if ((Inst_In[11:10] == 2'b11) && (Inst_In[6:5] == 2'b01))  
            Inst_Out = {7'b0000000, 2'b01, Inst_In[4:2], 2'b01, Inst_In[9:7], 3'b100, 2'b01, Inst_In[9:7], 7'b0110011};
            else if ((Inst_In[11:10] == 2'b11) && (Inst_In[6:5] == 2'b00))  
            Inst_Out = {7'b0100000, 2'b01, Inst_In[4:2], 2'b01, Inst_In[9:7], 3'b000, 2'b01, Inst_In[9:7], 7'b0110011};
            else
            Inst_Out = Nop_Inst;  
        end
        else 
            Inst_Out = Nop_Inst;  
        end
        2'b10:  
        begin
            if (Inst_In[15:13] == 3'b000)  
            Inst_Out = {{6{1'b0}}, Inst_In[12], Inst_In[6:2], Inst_In[11:7], 3'b001, Inst_In[11:7], 7'b0010011};
            else if (Inst_In[15:13] == 3'b100)  
            begin
            if ((Inst_In[12] == 1'b0) && (Inst_In[6:2] == 5'b00000))  
            Inst_Out = {12'b000000000000, Inst_In[11:7], 3'b000, 5'b00000, 7'b1100111};
            else if ((Inst_In[12] == 1'b1) && (Inst_In[6:2] == 5'b00000))  
            Inst_Out = {12'b000000000000, Inst_In[11:7], 3'b000, 5'b00001, 7'b1100111};
            else if (Inst_In[12] == 1'b0)  
            Inst_Out = {7'b0000000, Inst_In[6:2], 5'b00000, 3'b000, Inst_In[11:7], 7'b0110011};
            else if (Inst_In[12] == 1'b1)  
            Inst_Out = {7'b0000000, Inst_In[6:2], Inst_In[11:7], 3'b000, Inst_In[11:7], 7'b0110011};
            else
            Inst_Out = Nop_Inst;  
            end
            else
            Inst_Out = Nop_Inst;  
        end
        default:
        Inst_Out = Nop_Inst;  
        endcase
    end
    end
endmodule
</file>
==> out/results.txt <==
global-route wire length before repair -> 10830 um
worst path required time -> 5.68 ns
Setup crit start kind -> primary input
Non-Filler Instances -> 350
CLK BUF -> 0
wire per inst -> 18.96 um
Setup-failing EPs final -> 0
max-slew violation count -> 0
Total Power -> 0.1262 mW
Slew HR -> 0.5304
Post-CTS Setup Inserts -> 0
Commonest Layout Cell -> clkdlybuf4s50_1
vias in the first global route -> 1982
Iter 0 DRT Violations -> 302
OpenROAD warning count -> 32
VDD IR-drop max -> 22.65 uV
Crit path arrival time -> 4.19 ns
layout cell share with drive strength beyond 1 -> 0.09455
I/O pin total -> 65
CP Capture Point -> Inst_Out[24]
drt pass-1 iters -> 5
met2 global-route usage -> 0.2137
die footprint -> 0.009604 mm2
worst setup path category -> in2out
worst-path cell chain -> clkdlybuf4s50_1 > buf_4 > inv_1 > nand3_1 > o211ai_1 > or3_1 > a31oi_1 > clkdlybuf4s50_1
crit path from -> Inst_In[15]
crit end category -> output pin
Starting Density -> 0.2451
Crit-path slowest cell -> clkdlybuf4s50_1
Max-cap violations -> 0
final worst slack -> 1.493 ns
Avg Inst Size Synth -> 6.229 um2
PD cells -> 61.89 mW/mm2
worst min path class -> in2out
Core Rows -> 28
Static Leakage -> 0.7581 nW
core footprint -> 0.005921 mm2
# Cells Yosys -> 233
Area Overhead vs Synth -> 40.52%
RSZ-0062 raised after global routing -> false
Hold Vio Cnt, Final -> 0
cell count after synthesis -> 233
yosys warns -> 1
routed vias/inst -> 5.909
Least-Margin Pin Slew -> 0.7022 ns
synthesis area per yosys -> 0.001451 mm2
DP HPWL -> 5181 um
initial antenna violation count -> 0
Worst path most repeated cell -> clkdlybuf4s50_1
# DRC -> 0
status -> finished clean
I/O Buffers -> 63
Post-Syn Area -> 0.001451 mm2
placement-stage worst setup slack -> 1.509 ns
setup TNS -> 0 ns
crit path max fanout -> 18
most common logic cells in the final layout -> 63 x clkdlybuf4s50_1, 28 x a21oi_1, 27 x nand2_1
min Tclk post-route -> 5.607 ns
post-route ant nets -> 0
sequential standard cell area -> 0 um2
total gr overflow -> 0
Ant. Diodes -> 0
worst hold margin -> 3.765 ns
Core Util, Final -> 0.3445
Die Ht -> 98 um
met1 Use GR -> 0.1747
Hold Buf Count CTS -> 0
Unique cell types -> 57
Filler cells -> 630
Synth Seq Share -> 0
registers -> 0
all-layer global routing usage -> 0.1316
RD Place Congestion -> 1.018
post-CTS resize count -> 0
DIE WIDTH -> 98 um
design area -> 0.002039 mm2
M3 GR Usage -> 0.02774
Cell Area, Placed -> 0.002039 mm2
CP max stage delay -> 0.84 ns
placed cell count -> 350
GRT busiest layer -> met2
f_max -> 178.4 MHz
Logic area -> 0.001245 mm2
via count -> 2068
fin crit share -> 0.7897
largest net degree at the start of global routing -> 29
drt total wl -> 6637 um
-- cells in the mapped netlist, drive strengths merged, types with 7 or more instances --
| library cell | instances | area (um2) |
|---|---|---|
| o21ai | 21 | 105.1 |
| nor2 | 23 | 96.34 |
| nand2b | 7 | 51.30 |
| nand3 | 10 | 50.05 |
| inv | 12 | 47.55 |
| a31oi | 7 | 43.79 |
| a21oi | 29 | 148.9 |
| a221o | 10 | 100.1 |
| nand2 | 27 | 101.4 |
| nor2b | 7 | 48.80 |
| buf | 21 | 147.6 |
-- report_power, final --
group	total [mW]	leakage, nW	switching, mW	internal, mW
logic	0.126	0.758	0.0620	0.0643
clock network	0	0	0	0
registers	0	0	0	0
-- cells by family (layout without fill, tap and decap cells) --
kind of cell | count (synthesis) | count (layout) | share of synthesized area
compound gates | 102 | 102 | 0.5009
simple gates | 92 | 92 | 0.3440
buf+inv | 37 | 78 | 0.1448
other cells | 1 | 2 | 0.002584
mux | 1 | 1 | 0.007758
-- worst max-delay path: cells and delay by family --
kind	cells	cell delay [ns]
buf+inv	4	1.85
simple gates	2	0.61
compound gates	2	0.32
-- layout make-up --
cell class / instances / area share
inverter: 12 / 0.02331
multi-input combinational: 197 / 0.6104
tap: 75 / 0.04601
timing repair buffer: 66 / 0.3202
-- worst min path at each step --
| stage | from | to | slack [ns] | depth (start not counted) |
|---|---|---|---|---|
| after CTS | Inst_In[30] | Inst_Out[30] | 3.78 | 4 |
| after global routing | Inst_In[21] | Inst_Out[21] | 3.83 | 4 |
| final | Inst_In[30] | Inst_Out[30] | 3.77 | 4 |
-- per-layer routing --
| layer | up-vias | wire, um |
|---|---|---|
| met3 | 15 | 755 |
| met1 | 951 | 2592 |
| met2 | 145 | 3154 |
| li1 | 957 | - |
| met4 | 0 | 135 |
| met5 | - | 0 |
No activity file was given, so power comes from the tool's default toggle rates.
