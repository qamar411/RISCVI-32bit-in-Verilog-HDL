[flow/config.mk]
export PLATFORM = sky130hd
export DESIGN_NAME = MEM
export DESIGN_NICKNAME = MEM
export VERILOG_FILES = /design/flow/design.v
export SDC_FILE = /design/flow/constraint.sdc
export NUM_CORES = 4
export LEC_CHECK = 1
export CORE_UTILIZATION = 30
[flow/run.sh]
#!/bin/bash
# OpenROAD 26Q1-2900-gdf79404cd8, Yosys 0.63+post, stock flow scripts
make -C /OpenROAD-flow-scripts/flow DESIGN_CONFIG=/design/flow/config.mk WORK_HOME=/design/flow/orfs finish
[flow/design.v]
module DMEM #(
  parameter WIDTH = 32, DEPTH = 64
)(
  input wire [WIDTH-1:0] addr,          
  input wire MemWrite,
  input wire MemRead,
  input wire clk,
  input wire rst_n,
  input wire [WIDTH-1:0]Write_Data,
  input wire [2:0] control,
  output reg [WIDTH-1:0]Read_Data
);
reg [WIDTH-1:0] dmem [DEPTH-1:0];
int i;
always @(posedge clk, negedge rst_n)
begin
if(!rst_n)   
begin
for(i = 0; i < DEPTH; i = i + 1)
begin
dmem[i][WIDTH-1:0] <= 'b0;
end
end
else if(MemWrite)
begin
case (control)  
3'b000:  
if(addr[1:0] == 0)       dmem[addr[WIDTH-1:2]][7:0] <= Write_Data[7:0];
else if(addr[1:0] == 1)  dmem[addr[WIDTH-1:2]][15:8] <= Write_Data[7:0];
else if(addr[1:0] == 2)  dmem[addr[WIDTH-1:2]][23:16] <= Write_Data[7:0];
else                     dmem[addr[WIDTH-1:2]][31:24] <= Write_Data[7:0];
3'b001:  
begin
if (addr[1]==0)          dmem[addr[WIDTH-1:2]][15:0]  <= Write_Data[15:0];
else                     dmem[addr[WIDTH-1:2]][31:16] <= Write_Data[15:0];
end     
3'b010:                    
begin
                         dmem[addr[WIDTH-1:2]][31:0] <= Write_Data[31:0];
end                
endcase
end
end
always @(*)
begin
  if(MemRead)
  begin
    case (control)
    3'b000:  
    if(addr[1:0] == 0)       Read_Data = {{24{dmem[addr[WIDTH-1:2]][7]}}, dmem[addr[WIDTH-1:2]][7:0]};
    else if(addr[1:0] == 1)  Read_Data = {{24{dmem[addr[WIDTH-1:2]][15]}}, dmem[addr[WIDTH-1:2]][15:8]};
    else if(addr[1:0] == 2)  Read_Data = {{24{dmem[addr[WIDTH-1:2]][23]}}, dmem[addr[WIDTH-1:2]][23:16]};
    else                     Read_Data = {{24{dmem[addr[WIDTH-1:2]][31]}}, dmem[addr[WIDTH-1:2]][31:24]};
    3'b001:  
    if (addr[1] == 0)        Read_Data = {{16{dmem[addr[WIDTH-1:2]][15]}}, dmem[addr[WIDTH-1:2]][15:0]};
    else                     Read_Data = {{16{dmem[addr[WIDTH-1:2]][31]}}, dmem[addr[WIDTH-1:2]][31:16]};
    3'b010:  
      Read_Data = {dmem[addr[WIDTH-1:2]][31:0]};
    3'b100:  
    if(addr[1:0] == 0)      Read_Data = {{24{1'b0}}, dmem[addr[WIDTH-1:2]][7:0]};
    else if(addr[1:0] == 1) Read_Data = {{24{1'b0}}, dmem[addr[WIDTH-1:2]][15:8]};
    else if(addr[1:0] == 2) Read_Data = {{24{1'b0}}, dmem[addr[WIDTH-1:2]][23:16]};
    else                    Read_Data = {{24{1'b0}}, dmem[addr[WIDTH-1:2]][31:24]};
    3'b101:  
    if (addr[1]==0) Read_Data = {{16{1'b0}}, dmem[addr[WIDTH-1:2]][15:0]};
    else            Read_Data = {{16{1'b0}}, dmem[addr[WIDTH-1:2]][31:16]};                
    default: Read_Data = 'b0;
    endcase
  end
  else
  begin
    Read_Data = 32'b0;
  end
end
endmodule
module MEM #(
    parameter DM_WIDTH = 32,
    parameter DM_DEPTH = 256
)(
    input wire clk,
    input wire rst_n,
    input wire [31:0] alu_result_mem,
    input wire [31:0] rdata2_mem,
    input wire [31:0] result_wb,
    input wire MemRead_mem,
    input wire MemWrite_mem,
    input wire forward_rd2_mem,
    input wire [2:0] fun3_mem,
    output wire [31:0] dmem_out_mem
);
    wire [31:0] Mem_Write_Data;
    mux2to1 #(32) mem_data_in_mux (
        .sel(forward_rd2_mem),
        .in0(rdata2_mem),
        .in1(result_wb),
        .out(Mem_Write_Data)
    );
    DMEM #(
        .WIDTH(DM_WIDTH), 
        .DEPTH(DM_DEPTH)
    ) DMEM_mem (
        .clk(clk),
        .rst_n(rst_n),
        .addr(alu_result_mem),
        .MemWrite(MemWrite_mem),
        .MemRead(MemRead_mem),
        .Write_Data(Mem_Write_Data),
        .control(fun3_mem),
        .Read_Data(dmem_out_mem)
    );
endmodule
module mux2to1 #(
    parameter n = 32
)(
    input wire  [ 0 :0] sel,
    input wire  [n-1:0] in0,
    input wire  [n-1:0] in1,
    output wire [n-1:0] out
);
    wire sel0, sel1;
    assign sel0 = ~sel[0]; 
    assign sel1 =  sel[0];  
    assign out =  {n{sel0}} & in0
                | {n{sel1}} & in1;
endmodule
[flow/constraint.sdc]
current_design MEM

set clk_period 9.9
set clk_io_pct 0.2

create_clock -name clk0 -period $clk_period [get_ports {clk}]

set non_clock_inputs [all_inputs -no_clocks]
set_input_delay [expr $clk_period * $clk_io_pct] -clock clk0 $non_clock_inputs
set_output_delay [expr $clk_period * $clk_io_pct] -clock clk0 [all_outputs]
==> changes_impl.md <==
## Implementation

* Vias in the first global route at 460,000
* Initial Util at 0.301
* Clock sinks at 8,192
* Rows at 393
* Stopped at: 5_1_grt
* Dominant Register Cell: dfrtp_1
* Synth area leader: dfrtp_1
* Max-area cell share at 0.595
* Synth Seq Share at 0.595
* TritonCTS Buffers at 828
* Chip Height at 1070 um
* Die W at 1070 um
* Number of enable flip-flop cells at 0
* Cell count after placement at 51,500
* Synth top cell by count: dfrtp_1
* Yosys warning total at 2
* Clk buf depth at 4
* Avg Inst Size Synth at 9.54 um^2
* Top cells, area: dfrtp_1 59%, o21ai_0 9.0%, nand2_1 7.7%
* Synthesized netlist cell count at 36,100
* CTS Root Cell: clkbuf_16
* H-tree depth at 6
* First-pass GRT wire length at 4,970,000 um
* Halt Reason: [ERROR GRT-0116] Global routing finished with congestion. Check the congestion regions in the DRC Viewer.
* Ys cells at 36,100
* Ys flops at 8,192
* Pre-CTS setup slack at -793 ps
* Post-synth top cells: 8,192 x dfrtp_1, 7,037 x nand2_1, 6,209 x o21ai_0, 3,048 x a22oi_1, 2,548 x clkbuf_1
* Largest net degree at the start of global routing at 146
* Port Buffers at 113
* Mapped Area at 0.345 mm^2
* Hpwl dp at 1,940,000 um
* Global route overflow at 2,909
* Distinct lib cells used at 101
* Synthesis area per yosys at 0.345 mm^2
* Share of synthesized registers carrying an async set or reset at 1.00
* Outcome: aborted with a tool error
* Gr usage total at 0.666
* Ports at 136
* GPL Wtd Cong at 1.48
what timing repair did:
item	CTS
setup endpoints to repair	19
pin swaps	12
hold buffers	0
setup buffers	26
resized	50
per-layer routing:
metal | overflow | global-route usage
met2 | 982 | 0.757
met4 | 809 | 0.599
met3 | 615 | 0.638
met5 | 75 | 0.529
met1 | 428 | 0.642
cell families after synthesis:
family	share of synthesized area
AND/OR/NAND/NOR	0.137
XOR/XNOR	0.0000763
buffers and inverters	0.0380
AND-OR/OR-AND	0.225
flip-flops	0.595
multiplexers	0.00508
through the flow:
step	cell area, um^2	power (mW)
floorplan	345000	44.9
global placement	388000	51.7
detailed placement	388000	51.4
CTS	418000	84.4
No activity file was given, so power comes from the tool's default toggle rates.
