===== ./run.sh =====
#!/bin/bash
# OpenROAD 26Q1-2900-gdf79404cd8, Yosys 0.63+post, stock flow scripts
make -C /OpenROAD-flow-scripts/flow DESIGN_CONFIG=/design/flow/config.mk WORK_HOME=/design/flow/orfs finish

===== ./config.mk =====
export PLATFORM = sky130hd
export DESIGN_NAME = WB
export DESIGN_NICKNAME = WB
export VERILOG_FILES = /design/flow/design.v
export SDC_FILE = /design/flow/constraint.sdc
export NUM_CORES = 4
export LEC_CHECK = 1
export CORE_AREA = 10 10 84 84
export DIE_AREA = 0 0 94 94

===== ./constraint.sdc =====
current_design WB

set clk_period 1.5
set clk_io_pct 0.2

create_clock -name clk0 -period $clk_period

set non_clock_inputs [all_inputs -no_clocks]
set_input_delay [expr $clk_period * $clk_io_pct] -clock clk0 $non_clock_inputs
set_output_delay [expr $clk_period * $clk_io_pct] -clock clk0 [all_outputs]

===== ./design.v =====
module WB (
    input wire [31:0] alu_result_wb,
    input wire [31:0] dmem_out_wb,
    input wire [31:0] pc_adder_out_wb,
    input wire [31:0] Imm_wb,
    input wire [1:0] WBSel_wb,
    output wire [31:0] result_wb
);
    mux4to1 #(32) alu_in_A_mux (
        .sel(WBSel_wb),
        .in0(dmem_out_wb),        
        .in1(alu_result_wb),
        .in2(pc_adder_out_wb),
        .in3(Imm_wb),
        .out(result_wb)
    );
endmodule
module mux4to1 #(
    parameter n = 32
)(
    input wire  [ 1 :0] sel,
    input wire  [n-1:0] in0,
    input wire  [n-1:0] in1,
    input wire  [n-1:0] in2,
    input wire  [n-1:0] in3,
    output wire [n-1:0] out
);
    wire sel0, sel1, sel2, sel3;
    assign sel0 = ~sel[1] & ~sel[0]; 
    assign sel1 = ~sel[1] &  sel[0]; 
    assign sel2 =  sel[1] & ~sel[0]; 
    assign sel3 =  sel[1] &  sel[0];   
    assign out =  {n{sel0}} & in0
                | {n{sel1}} & in1
                | {n{sel2}} & in2
                | {n{sel3}} & in3;
endmodule

==> results.txt <==
Figures from the flow reports.

Final timing:
- Per the final timing report, the hold violations number 0.
- Setup repair after global routing could not meet its margin everywhere.
- The run gives the post-layout worst setup margin as -66.7 ps.
- The final timing report lists a max-slew violation count of 0.
- For the pin with the worst max-slew slack, the measured transition is between 100 and 150 ps.
- Per the timing report, the achievable frequency comes out to around 640 MHz.
- The run gives the time the final worst path needs with I/O delays and setup as 1570 ps.
- The final critical path takes up 104% of the cycle.
- The run puts the final setup violation count at 15.
- The run gives the worst-case headroom to the max-slew limit as around 93%.

Final layout:
- The run gives the sequential standard cell area as 0 µm².
- The layout stage reports a final design area of between 2000 and 2500 µm².
- In the layout the commonest cells are dlygate4sd2_1 (121), mux4_2 (32), buf_2 (32).
- The layout has 0 clock buffers.
- The finished layout holds ~280 standard cells, fillers aside.
- The run gives the most common cell after layout, fill and taps aside as dlygate4sd2_1.
- The run gives the area added between synthesis and finish as 190%.
- The run puts the final sequential cell count at 0.
- The run gives the layout filler cell count as between 500 and 600.
- The run gives the fraction of layout cells with a size suffix above 1 as approximately two fifths.

Die:
- In the floorplan report the effective utilization is between 10% and 20%.
- The run gives the area of the core as about 5200 µm².
- The run gives the number of rows created at floorplan as 26.
- For this design the top-level I/O count stands at 162.
- The run gives the die span in y as around 94 µm.
- The run puts the chip area at 8840 µm².
- The run puts the horizontal die dimension at around 94 µm.

Job:
- The run gives the number of warnings in the stage logs as 34.
- The run puts the number of maximum-capacitance constraint violations at 0.

GRT:
- met3 track demand over resource after global routing is around 5.3%.
- The global routing stage identified its most utilized layer as met2.
- Global routing used between 10% and 20% of the available tracks across all layers.
- The run puts the global-route wire length before repair at approximately 9 mm.
- The run gives the via count of the first global-routing pass as approximately 1400.
- The run puts the number of antenna violations at the first check in global routing at 1.
- The run gives the total congestion overflow after global routing as 0.
- Entering global routing, the biggest net connects 12 pins.
- The run puts the routing usage on met1 at between 15 and 20%.
- The run puts the met2 track demand over resource in global routing at around a quarter.

Synth:
- The run gives the gate count after technology mapping as roughly 40.
- The synthesis log from Yosys contains 0 warnings.
- The run puts the yosys cell count at 40.
- The run gives the post-synth area from yosys stat as between 800 and 900 µm².
- The run gives the average instance area after synthesis as a little over 20 µm².
- The run gives the number of distinct standard cells referenced by the synthesized netlist as 6.
- The run gives the post-synthesis sequential area ratio as 0%.
- In this run the cell area of the synthesized design comes to about 820 µm².

Pwr:
- The run puts the leakage power total at 1.16 nW.
- The run gives the power per unit of standard cell area as approximately 250 nW/µm².
- Looking at the VDD voltage map, the peak drop is between 0.1 and 0.15 mV.

Place:
- The run gives the total placed instance area as roughly 2500 µm².
- The run puts the total of buffers placed on input and output ports at about 160.
- The run gives the routability congestion estimate from global placement as roughly 0.9.
- The run gives the number of placed cells counting well taps as between 200 and 300.
- The run gives the half-perimeter wire length of the detailed placement result as between 5 and 6 mm.

Drt:
- The run gives the final routed DRC violation total as 0.
- The run gives the sum of routed wire length over all layers as 6.38 mm.
- The run gives the via-per-instance ratio as about 4.3.
- The run gives the first-pass iteration count of the detailed router as 3.
- Per the detail_route report, the via count comes to between 1000 and 1500.
- The detail route stage leaves a number of antenna-violating nets equal to 0.
- The run puts the routed length per instance at about 23 µm.
- The run puts the detailed router's first-iteration violation count at 18.

Setup path:
- STA classifies the critical path startpoint as an input pin.
- The setup path with the least slack is of type input pin to output pin.
- The run gives the biggest fanout along the worst timing path as 1.
- For reference, the critical path cell chain is clkdlybuf4s50_1, mux4_2, buf_2.
- The worst setup path is captured at an output pin.
- The run puts the data arrival at the endpoint of the critical path at approximately 1300 ps.
- The run puts the worst stage delay on the critical path at roughly 440 ps.
- The run gives the worst endpoint required time as between 1000 and 1500 ps.
- Among all stages on the critical path, the largest delay is contributed by mux4_2.

Outcome:
- The flow ran to the end, but the final reports show violations.
- The final reports fail on setup timing.

Min path:
- Note that the worst hold path type here is input pin to output pin.
- The run gives the worst min-delay path endpoint as result_wb[24].
- Along the worst hold path, the cell count comes to 3.
- The worst hold path begins at dmem_out_wb[24].

Clock tree:
- The run gives the post-cts hold-fix buffer tally as 0.
[final cells by class]
cell class | instances | area [µm²] | share of cell area, %
tap | 70 | 87.6 | 3.69
antenna | 1 | 2.50 | 0.105
multi-input combinational | 32 | 721 | 30.3
timing repair buffer | 176 | 1560 | 65.9
[power by group]
| group | switching [mW] | internal (mW) |
|---|---|---|
| combinational | 0.152 | 0.430 |
| sequential | 0 | 0 |
| clock | 0 | 0.0000000891 |
[critical path, delay by kind of cell]
family	cells	cell delay, ps
buf+inv	2	520
mux	1	440
[kinds of logic (layout without fill, tap and decap cells)]
| family | count (synthesis) | after routing | share of synthesized area, % |
|---|---|---|---|
| multiplexers | 32 | 32 | 89.0 |
| buffers and inverters | 8 | 176 | 11.0 |
| other | 0 | 1 | 0 |
[stage by stage]
step / hold slack, ps / setup TNS (ps) / util (%) / setup WS (ps) / power, mW
2_1_floorplan: 759 / 0 / - / 183 / 0.190
3_3_place_gp: 1580 / -20170 / 48.2 / -653 / 0.732
3_5_place_dp: 1580 / -20160 / 48.2 / -658 / 0.733
4_1_cts: 1050 / -801 / 45.4 / -74.4 / 0.594
5_1_grt: 1020 / -1280 / 45.6 / -107 / 0.628
6_report: 983 / -681 / 45.6 / -66.7 / 0.582
[how the worst max path moves through the flow]
| stage | from | endpoint | slack [ps] | depth (start not counted) |
|---|---|---|---|---|
| 6_report | pc_adder_out_wb[22] | result_wb[22] | -70 | 3 |
| 4_1_cts | WBSel_wb[0] | result_wb[23] | -70 | 5 |
| 5_1_grt | WBSel_wb[0] | result_wb[28] | -110 | 5 |
[routing by layer]
metal	vias up	wire, µm
li1	548	-
met1	564	2260
met2	89	3420
met3	2	666
met4	0	35
met5	-	0
[cell usage after synthesis]
library cell | number | area, µm²
buf_12 | 3 | 60.1
buf_2 | 3 | 15.0
buf_6 | 1 | 11.3
clkbuf_1 | 1 | 3.75
mux4_1 | 2 | 52.6
mux4_2 | 30 | 676
[what timing repair did]
action                                  in CTS  in global routing
setup buffers                                7                  0
cloned                                       2                  0
endpoints found under the setup margin      32                 24
gates resized                              244                  3
pin swaps                                    0                  0
hold endpoints to repair                     0                  0
No activity file was given, so power comes from the tool's default toggle rates.
